**./design.v**
```verilog
module hc595_driver(
	clk,     
	reset_n,
	data,
	s_en,
	sh_cp,
	st_cp,
	ds
);
	input clk;
	input reset_n;
	input [15:0]data;
	input s_en;
	output reg sh_cp;
	output reg st_cp;
	output reg ds;
	wire reset=~reset_n;
	parameter CNT_MAX = 2;
	reg [15:0]r_data;
	always@(posedge clk)
	if(s_en)
		r_data <= data;
	reg [7:0]divider_cnt; 
	always@(posedge clk or posedge reset)
	if(reset)
		divider_cnt <= 0;
	else if(divider_cnt == CNT_MAX - 1'b1)
		divider_cnt <= 0;
	else
		divider_cnt <= divider_cnt + 1'b1;
	wire sck_plus;
	assign sck_plus = (divider_cnt == CNT_MAX - 1'b1);
	reg [5:0]SHCP_EDGE_CNT;
	always@(posedge clk or posedge reset)
	if(reset)
		SHCP_EDGE_CNT <= 0;
	else if(sck_plus)begin
		if(SHCP_EDGE_CNT == 6'd32)
			SHCP_EDGE_CNT <= 0;
		else
			SHCP_EDGE_CNT <= SHCP_EDGE_CNT + 1'b1;
	end
	else
		SHCP_EDGE_CNT <= SHCP_EDGE_CNT;
	always@(posedge clk or posedge reset)
	if(reset)begin
		st_cp <= 1'b0;
		ds <= 1'b0;
		sh_cp <= 1'd0;
	end 
	else begin
		case(SHCP_EDGE_CNT)
			0: begin sh_cp <= 0; st_cp <= 1'd0;ds <= r_data[15];end
			1: begin sh_cp <= 1; st_cp <= 1'd0;end
			2: begin sh_cp <= 0; ds <= r_data[14];end
			3: begin sh_cp <= 1; end
			4: begin sh_cp <= 0; ds <= r_data[13];end	
			5: begin sh_cp <= 1; end
			6: begin sh_cp <= 0; ds <= r_data[12];end	
			7: begin sh_cp <= 1; end
			8: begin sh_cp <= 0; ds <= r_data[11];end	
			9: begin sh_cp <= 1; end
			10: begin sh_cp <= 0; ds <= r_data[10];end	
			11: begin sh_cp <= 1; end
			12: begin sh_cp <= 0; ds <= r_data[9];end	
			13: begin sh_cp <= 1; end
			14: begin sh_cp <= 0; ds <= r_data[8];end	
			15: begin sh_cp <= 1; end
			16: begin sh_cp <= 0; ds <= r_data[7];end	
			17: begin sh_cp <= 1; end
			18: begin sh_cp <= 0; ds <= r_data[6];end	
			19: begin sh_cp <= 1; end
			20: begin sh_cp <= 0; ds <= r_data[5];end	
			21: begin sh_cp <= 1; end
			22: begin sh_cp <= 0; ds <= r_data[4];end	
			23: begin sh_cp <= 1; end
			24: begin sh_cp <= 0; ds <= r_data[3];end	
			25: begin sh_cp <= 1; end
			26: begin sh_cp <= 0; ds <= r_data[2];end	
			27: begin sh_cp <= 1; end
			28: begin sh_cp <= 0; ds <= r_data[1];end			
			29: begin sh_cp <= 1; end
			30: begin sh_cp <= 0; ds <= r_data[0];end
			31: begin sh_cp <= 1; end
			32: st_cp <= 1'd1;
			default:		
				begin
					st_cp <= 1'b0;
					ds <= 1'b0;
					sh_cp <= 1'd0;
				end
		endcase
	end
endmodule
module hex8(
	clk,
	reset_n,
	en,
	disp_data,
	sel,
	seg
);
	wire reset;
	input clk;	 
	input reset_n;
	input en;	 
	input [31:0]disp_data;
	output [7:0] sel; 
	output reg [6:0] seg; 
	reg [14:0]divider_cnt; 
	reg clk_1K;
	reg [7:0]sel_r;
	reg [3:0]data_tmp; 
	assign reset=~reset_n;
	always@(posedge clk or posedge reset)
	if(reset)
		divider_cnt <= 15'd0;
	else if(!en)
		divider_cnt <= 15'd0;
	else if(divider_cnt == 24999)
		divider_cnt <= 15'd0;
	else
		divider_cnt <= divider_cnt + 1'b1;
	always@(posedge clk or posedge reset)
	if(reset)
		clk_1K <= 1'b0;
	else if(divider_cnt == 24999)
		clk_1K <= ~clk_1K;
	else
		clk_1K <= clk_1K;
	always@(posedge clk_1K or posedge reset)
	if(reset)
		sel_r <= 8'b0000_0001;
	else if(sel_r == 8'b1000_0000)
		sel_r <= 8'b0000_0001;
	else
		sel_r <=  sel_r << 1;
	always@(*)
		case(sel_r)
			8'b0000_0001:data_tmp = disp_data[3:0];
			8'b0000_0010:data_tmp = disp_data[7:4];
			8'b0000_0100:data_tmp = disp_data[11:8];
			8'b0000_1000:data_tmp = disp_data[15:12];
			8'b0001_0000:data_tmp = disp_data[19:16];
			8'b0010_0000:data_tmp = disp_data[23:20];
			8'b0100_0000:data_tmp = disp_data[27:24];
			8'b1000_0000:data_tmp = disp_data[31:28];
			default:data_tmp = 4'b0000;
		endcase
	always@(*)
		case(data_tmp)
			4'h0:seg = 7'b1000000;
			4'h1:seg = 7'b1111001;
			4'h2:seg = 7'b0100100;
			4'h3:seg = 7'b0110000;
			4'h4:seg = 7'b0011001;
			4'h5:seg = 7'b0010010;
			4'h6:seg = 7'b0000010;
			4'h7:seg = 7'b1111000;
			4'h8:seg = 7'b0000000;
			4'h9:seg = 7'b0010000;
			4'ha:seg = 7'b0001000;
			4'hb:seg = 7'b0000011;
			4'hc:seg = 7'b1000110;
			4'hd:seg = 7'b0100001;
			4'he:seg = 7'b0000110;
			4'hf:seg = 7'b0001110;
		endcase
	assign sel = (en)?sel_r:8'b0000_0000;
endmodule
module hex_top(
	clk,
	reset_n,
	sh_cp,
	st_cp,
	ds
);
	input clk;	 
	input reset_n;
	output sh_cp;
	output st_cp;
	output ds;
	wire [31:0]disp_data;
	wire [7:0] sel; 
	wire [6:0] seg; 
    assign disp_data = 32'h01234567;
	hc595_driver hc595_driver(
		.clk(clk),
		.reset_n(reset_n),
		.data({1'd0,seg,sel}),
		.s_en(1'b1),
		.sh_cp(sh_cp),
		.st_cp(st_cp),
		.ds(ds)
	);
	hex8 hex8(
		.clk(clk),
		.reset_n(reset_n),
		.en(1'b1),
		.disp_data(disp_data),
		.sel(sel),
		.seg(seg)
	);
endmodule
```
**./run.sh**
```bash
#!/bin/bash
# OpenROAD 26Q1-2900-gdf79404cd8, Yosys 0.63+post, stock flow scripts
make -C /OpenROAD-flow-scripts/flow DESIGN_CONFIG=/design/flow/config.mk WORK_HOME=/design/flow/orfs finish
```
**./config.mk**
```make
export PLATFORM = sky130hd
export DESIGN_NAME = hex_top
export DESIGN_NICKNAME = hex_top
export VERILOG_FILES = /design/flow/design.v
export SDC_FILE = /design/flow/constraint.sdc
export NUM_CORES = 4
export LEC_CHECK = 1
export CORE_UTILIZATION = 40
```
**./constraint.sdc**
```tcl
current_design hex_top

set clk_period 3.3
set clk_io_pct 0.2

create_clock -name clk0 -period $clk_period [get_ports {clk}]

set non_clock_inputs [all_inputs -no_clocks]
set_input_delay [expr $clk_period * $clk_io_pct] -clock clk0 $non_clock_inputs
set_output_delay [expr $clk_period * $clk_io_pct] -clock clk0 [all_outputs]
```
==> impl_metrics.tcl <==
# collected from the flow reports
set metrics [dict create \
    crit_type "flop to flop" \
    antenna_found_initial 0 \
    synthArstFlopShare_pct 73.21 \
    yosysWarnings 2 \
    firstDrtPassIters 4 \
    yosys.area.top_type_share_pct 37.88 \
    reg2reg_slack_ps 1260 \
    syn_to_final_growth_pct 7.197 \
    tightestPinTransition_ps 599.0 \
    powerDensity_nw_per_um2 386.1 \
    finalWirelength_mm 4.095 \
    unclocked_pins 8 \
    cts.path.max_buffers 2 \
    ant_nets 0 \
    critPathSlowestCell "nor4_4" \
    antenna-diode-count 0 \
    slowest_delay_ps 470 \
    worst_slack_ps 1258 \
    ctsHoldBuffers 0 \
    synth.top_cells.by_area "dfrtp_1 38%, dfxtp_1 11%, ha_1 5.7%, xnor2_1 5.3%, xor2_1 3.3%" \
    syn-instance-count 251 \
    drive_gt1_share_pct 8.980 \
    period_used_pct 61.89 \
    lay_top_cells "40 x dfrtp_1, 22 x nor2_1, 16 x xnor2_1" \
    h-tree-depth 2 \
    synthFlopType "dfrtp_1" \
    drc 0 \
    tool_warnings 33 \
    core-area_um2 6350 \
    rows 29 \
    drv_slew 0 \
    fmax_mhz 489.6 \
    num_io_pins 5 \
    synth_area_um2 2643 \
    fin_setup_tns_ps 0 \
    fp.dieW_um 83.28 \
    status "finished clean" \
    cp_cell_sequence "inv_1 -> ha_1 -> or4b_4 -> nor4_4 -> or3b_1 -> o21ai_2" \
    syn_avg_cell_area_um2 10.53 \
    dr.first_iter.drc_count 113 \
    yosys.stat.seqShare_pct 50.24 \
    vias 1648 \
    crit_path_end_kind "flop" \
    max-vdd-ir-drop_mv 0.2627 \
    wl_per_cell_um 12.72 \
    period_needed_ps 2042 \
    die-area_um2 6936 \
    viasPerCell 5.118 \
    cp_data_required_time_ps 3540 \
    port_buffers 4 \
    path_buffers 1 \
    grt_max_degree 22 \
    fp_util_pct 41.62 \
    track_usage_pct 13.32 \
    grt_pass1_wl_mm 7.521 \
    r2r-start "hc595_driver.divider_cnt[1]" \
    cts_root_buf "clkbuf_8" \
    clk_pin_slew_ps 90 \
    r2r.worst_path.cells 6 \
    ys_ff 56 \
    cp_top_family "simple AND/OR/NAND/NOR gates" \
    p_leak_nw 1.268 \
    grt_overflow 0 \
    synth.largest_area_cell "dfrtp_1" \
    die_h_um 83.28 \
    worstHoldPathType "primary input to asynchronous set/reset pin" \
    hold_viol 0 \
    untimed_endpoints 23 \
    dp_worst_setup_slack_ps 1288 \
    path_max_fanout 12 \
    post_cts_resized 0 \
    yosysCellCount 251 \
    clk_latency_ps 300 \
    gp_congestion 0.8097 \
    cts_tree "done" \
    finClkSkew_ps 14.90 \
    setup_viol 0 \
    rsz0062_at_grt "false" \
    grt_pass1_vias 1572 \
    relSlewSlack_pct 59.77 \
    arrival_ps 2280 \
    lay_top_count "dfrtp_1" \
    dp_hpwl_mm 2.831 \
    ys_chip_area_um2 2643 \
    cp_num_cells 6 \
    synth_cell_types 47 \
    start_kind "flop" \
    postCtsSetupBuffers 0 \
    regToRegEndpoint "hc595_driver.SHCP_EDGE_CNT[0]" \
    edf_count 0 \
    cts_buffers 5 \
    maxCapViolations 0 \
]
-- power breakdown --
| group | switching, mW | total [mW] | internal (mW) |
|---|---|---|---|
| clock | 0.194 | 0.498 | 0.305 |
| sequential | 0 | 0.585 | 0.585 |
| combinational | 0.00939 | 0.0106 | 0.00119 |
-- registers in the layout, indices dropped and copies added, names as in the netlist --
| name | count |
|---|---|
| hex8.clk_1K | 1 |
| hc595_driver.r_data | 15 |
| hex8.sel_r | 8 |
| hc595_driver.st_cp | 1 |
| hc595_driver.SHCP_EDGE_CNT | 6 |
| hc595_driver.sh_cp | 1 |
| hc595_driver.ds | 1 |
| hc595_driver.divider_cnt | 8 |
| hex8.divider_cnt | 15 |
-- how the worst max path moves through the flow --
stage / from / endpoint / slack (ps)
4_1_cts: hc595_driver.divider_cnt[1] / hc595_driver.SHCP_EDGE_CNT[0] / 1270
5_1_grt: hc595_driver.SHCP_EDGE_CNT[0] / hc595_driver.SHCP_EDGE_CNT[5] / 1070
6_report: hc595_driver.divider_cnt[1] / hc595_driver.SHCP_EDGE_CNT[0] / 1260
-- cells in the mapped netlist, drive strengths merged, types with 2 or more instances --
master	instances
a211oi	2
and3	6
buf	6
clkbuf	13
dfrtp	40
dfxtp	15
ha	12
inv	11
mux2	4
mux2i	5
nand2	14
nand2b	3
nand3	14
nand3b	2
nand4	5
nor2	22
nor2b	2
nor3	7
nor3b	2
nor4	9
nor4b	4
nor4bb	2
o211a	2
o21ai	8
xnor2	16
xor2	10
-- cells by family (layout without fill, tap and decap cells) --
family / after synthesis / in the layout / synth area share, %
compound gates: 21 / 21 / 5.872
xor+xnor: 26 / 26 / 8.617
fa+ha+maj: 12 / 12 / 5.682
buf+inv: 30 / 24 / 4.829
flops: 56 / 56 / 50.24
mux: 10 / 10 / 4.451
simple gates: 96 / 96 / 20.31
-- worst register-to-register path, stage by stage (launching register included) --
cell,delay [ps]
dfrtp_1,400
inv_1,60
ha_1,120
or4b_4,460
nor4_4,470
or3b_1,420
o21ai_2,60
-- layer usage --
layer  wire, um  vias up  global-route usage [%]  share of wire (%)
met2       1746       17                   19.75                 43
met1       2195      777                   21.79                 54
met4         61        0                   1.411                1.5
met3         92        7                   2.624                2.2
met5          0        -                       0                  0
li1           -      847                       -                  -
-- cell type report --
class	count	area, um^2
flip-flops and latches	56	1328
clock buffers	5	68.82
clock inverters	3	68.82
inverters	11	41.29
fillers	587	3517
multi-input cells	165	1187
repair buffers	5	42.54
well taps	77	96.34
-- stage by stage --
step	util [%]	cell area, um^2	total power, mW	instances	hold slack, ps
after global routing	44.61	2833	1.134	322	322.6
after global placement	42.44	2695	0.6085	314	463.5
after detailed placement	42.44	2695	0.6086	314	477.8
after floorplan	-	2643	0.5973	251	364.4
final	44.61	2833	1.094	322	303.5
after CTS	44.61	2833	1.110	322	309.6
Power and IR drop assume default switching activity.
