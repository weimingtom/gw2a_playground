<file path="/design/flow/config.mk">
export PLATFORM = sky130hd
export DESIGN_NAME = led
export DESIGN_NICKNAME = led
export VERILOG_FILES = /design/flow/design.v
export SDC_FILE = /design/flow/constraint.sdc
export NUM_CORES = 4
export LEC_CHECK = 1
export CORE_AREA = 10 10 106 106
export DIE_AREA = 0 0 116 116
</file>
<file path="/design/flow/constraint.sdc">
current_design led

set clk_period 5.0
set clk_io_pct 0.2

create_clock -name clk0 -period $clk_period [get_ports {clk}]

set non_clock_inputs [all_inputs -no_clocks]
set_input_delay [expr $clk_period * $clk_io_pct] -clock clk0 $non_clock_inputs
set_output_delay [expr $clk_period * $clk_io_pct] -clock clk0 [all_outputs]
</file>
<file path="/design/flow/design.v">
module led(
	input nrst,
	input clk,
	output [3:0] led
	);
	reg [31:0] counter;	
	reg clk2;
	reg [3:0] led_reg;
	assign led = ~led_reg;
	always@(posedge clk, negedge nrst) begin
		if(!nrst) begin
			counter <= 0;
			clk2 <= 0;
		end
		else if (counter == 2500000) begin
			counter <= 0;
			clk2 = ~clk2;
		end
		else
			counter <= counter + 32'd1;
	end
	always@(posedge clk2, negedge nrst) begin
		if(!nrst)
			led_reg <= 4'd0;
		else
			led_reg <= led_reg +4'd1;
	end
endmodule
</file>
<file path="/design/flow/run.sh">
#!/bin/bash
# OpenROAD 26Q1-2900-gdf79404cd8, Yosys 0.63+post, stock flow scripts
make -C /OpenROAD-flow-scripts/flow DESIGN_CONFIG=/design/flow/config.mk WORK_HOME=/design/flow/orfs finish
</file>
==> impl_metrics.prom <==
# HELP chip_impl_metric Synthesis and place-and-route metrics
# TYPE chip_impl_metric gauge
chip_impl_info{name="status",value="finished, final reports clean"} 1
chip_impl_metric{name="rrSetupSlack",unit="ns"} 3.24
chip_impl_metric{name="mappedNetlistArea",unit="µm²"} 1800
chip_impl_info{name="ctsRootBufferMaster",value="clkbuf_8"} 1
chip_impl_metric{name="synth_flop_count",unit=""} 37
chip_impl_info{name="ys_top_cells_by_area",value="dfrtp_1, xnor2_1, nand4_1, nand3_1, nor2_1"} 1
chip_impl_metric{name="post_cts_buffers",unit=""} 0
chip_impl_metric{name="placement.cell_area",unit="µm²"} 1970
chip_impl_info{name="timing.critical_path.to_type",value="register"} 1
chip_impl_metric{name="core_area",unit="µm²"} 8850
chip_impl_metric{name="placedCellCount",unit=""} 272
chip_impl_metric{name="synth_cell_type_count",unit=""} 32
chip_impl_metric{name="cts-hold-fix-buffers",unit=""} 0
chip_impl_metric{name="fp_util",unit="%"} 20.4
chip_impl_metric{name="initial_antenna_violation_count",unit=""} 0
chip_impl_metric{name="place.gp.congestion",unit=""} 0.797
chip_impl_info{name="top_cells_by_count",value="dfrtp_1, xnor2_1, nor2_1, nand4_1, nand3_1"} 1
chip_impl_info{name="rr_endpoint",value="clk2$_DFFE_PN0N_"} 1
chip_impl_metric{name="synth-async-reset-ratio",unit="%"} 100
chip_impl_metric{name="warning_count",unit=""} 26
chip_impl_info{name="yosys_most_used_dff",value="dfrtp_1"} 1
chip_impl_metric{name="grt_pass1_vias",unit=""} 1145
chip_impl_info{name="cp-endpoint",value="clk2$_DFFE_PN0N_"} 1
chip_impl_metric{name="ys_seq_share",unit="%"} 51.4
chip_impl_metric{name="routed-wl-met2",unit="mm"} 1.32
chip_impl_metric{name="place.detailed.hpwl",unit="mm"} 2.19
chip_impl_metric{name="cts-htree-levels",unit=""} 2
chip_impl_metric{name="synth_stat.cells",unit=""} 161
chip_impl_metric{name="antenna_cells",unit=""} 0
chip_impl_metric{name="wl_met1",unit="mm"} 1.62
chip_impl_info{name="crit_type",value="reg2reg"} 1
chip_impl_metric{name="tightest_slew",unit="ns"} 0.634
chip_impl_metric{name="netlist.area_leader.share",unit="%"} 51.4
chip_impl_info{name="top_cell",value="dfrtp_1"} 1
chip_impl_metric{name="timing.final.crit_period",unit="ns"} 1.76
chip_impl_metric{name="syn-instance-count",unit=""} 161
chip_impl_metric{name="unclocked_pins",unit=""} 4
chip_impl_info{name="synthDominantAreaCellType",value="dfrtp_1"} 1
chip_impl_metric{name="cts_resized",unit=""} 0
chip_impl_metric{name="timing_hold_violations_final",unit=""} 0
chip_impl_info{name="worstReg2RegStart",value="counter[3]$_DFF_PN0_"} 1
chip_impl_metric{name="worstPathRequired",unit="ns"} 5.22
chip_impl_metric{name="crit_arrival",unit="ns"} 1.97
chip_impl_metric{name="max_freq",unit="MHz"} 569
chip_impl_metric{name="area_delta_synth_final",unit="%"} 14.9
chip_impl_metric{name="fin_setup_tns",unit="ns"} 0
chip_impl_metric{name="globalRouteTotalUtil",unit="%"} 5.06
chip_impl_metric{name="largest_register_ffs",unit=""} 32
chip_impl_metric{name="die_height",unit="µm"} 116
chip_impl_info{name="worstSetupStartpointType",value="register"} 1
chip_impl_metric{name="cts.clk_slew.worst_paths",unit="ns"} 0.07
chip_impl_metric{name="fp.dieArea",unit="µm²"} 13500
chip_impl_metric{name="remaining_antenna_violation_count",unit=""} 0
chip_impl_metric{name="clock-skew-final",unit="ns"} 0.00876
chip_impl_metric{name="yosysChipArea",unit="µm²"} 1800
chip_impl_metric{name="total_leakage_power",unit="nW"} 0.894
chip_impl_info{name="routed.top_layer",value="met4"} 1
chip_impl_metric{name="period_used_share",unit="%"} 35.1
chip_impl_metric{name="pwrdens",unit="nW/µm²"} 240
chip_impl_metric{name="ctsLongestPathBuffers",unit=""} 2
chip_impl_metric{name="drive_gt1_share",unit="%"} 9.88
chip_impl_metric{name="firstDrtPassIters",unit=""} 4
chip_impl_info{name="critical_path.startpoint",value="counter[3]$_DFF_PN0_"} 1
chip_impl_metric{name="drv.max_cap_violation_count",unit=""} 0
chip_impl_metric{name="gr-total-overflow",unit=""} 0
chip_impl_metric{name="rows",unit=""} 34
chip_impl_metric{name="final_area",unit="µm²"} 2070
chip_impl_metric{name="untimed_endpoints",unit=""} 8
chip_impl_metric{name="grt_start_max_net_pins",unit=""} 38
chip_impl_metric{name="avgRoutedWirePerCell",unit="µm"} 11.3
chip_impl_metric{name="crit_path_max_fanout",unit=""} 10
chip_impl_info{name="worst_hold_path_type",value="reg2reg"} 1
chip_impl_info{name="rsz0062_at_grt",value="no"} 1
chip_impl_metric{name="setup_violations",unit=""} 0
chip_impl_metric{name="port-buffer-count",unit=""} 5
chip_impl_metric{name="remaining_drc_errors",unit=""} 0
chip_impl_metric{name="io_pins",unit=""} 6
chip_impl_metric{name="via_per_inst",unit=""} 4.33
chip_impl_info{name="clock_tree_from_tritoncts",value="yes"} 1
chip_impl_metric{name="fp.dieW",unit="µm"} 116
chip_impl_metric{name="maxSlewViolCount",unit=""} 0
chip_impl_metric{name="number_of_warning_messages_in_the_yosys_log",unit=""} 1
chip_impl_metric{name="drt_first_iter_violations",unit=""} 73
chip_impl_metric{name="final_cells",unit=""} 280
chip_impl_metric{name="drt_wl_total",unit="mm"} 3.17
chip_impl_metric{name="grt_first_pass_wirelength",unit="mm"} 5.66
chip_impl_metric{name="postSynthAreaPerCell",unit="µm²"} 11.2
chip_impl_metric{name="reg2reg_depth",unit=""} 4
chip_impl_metric{name="timing.slew.headroom",unit="%"} 57.4
chip_impl_metric{name="enable_flop_cells",unit=""} 0
chip_impl_metric{name="routed-via-count",unit=""} 1211
chip_impl_metric{name="cts_made_buffers",unit=""} 5
chip_impl_metric{name="route.met3.wl",unit="µm"} 170
chip_impl_metric{name="insertion_delay_of_the_later_clocked_pin_in_the_worst_skew_pair",unit="ns"} 0.29
chip_impl_metric{name="vdd_ir_drop_max",unit="µV"} 76.9
==> per-stage QoR <==
stage / utilization, % / total power (W) / worst slack (ns) / hold WS [ns]
floorplan: - / 0.000272 / 3.57 / 0.447
global placement: 22.3 / 0.000279 / 3.27 / 0.461
detailed placement: 22.3 / 0.000279 / 3.26 / 0.467
CTS: 23.4 / 0.000501 / 3.25 / 0.478
global route: 23.4 / 0.000515 / 3.12 / 0.494
finish: 23.4 / 0.000496 / 3.24 / 0.475
==> where the power goes <==
part           internal [W]  leakage, nW  switching, W
registers          0.000267        0.507             0
logic           0.000000793        0.332    0.00000556
clock network      0.000124       0.0542     0.0000986
==> area by class of cell <==
class                           count  area [µm²]
Fill cell                         937        6780
Sequential cell                    37         926
Multi-Input combinational cell    114         830
Tap cell                          108         135
Clock buffer                        7        96.3
Timing Repair Buffer                6        52.6
Inverter                            7        26.3
Clock inverter                      1        5.00
==> critical path: stages (launching register included) <==
cell     delay [ns]
dfrtp_1        0.47
nor4b_1        0.48
nand4_1        0.28
nor2_4         0.29
xor2_1         0.16
==> cell families (layout without fill, tap and decap cells) <==
| kind of cell | Yosys count | count (layout) | synth area share, % |
|---|---|---|---|
| XOR/XNOR | 30 | 30 | 14.6 |
| buffers and inverters | 10 | 21 | 2.57 |
| multiplexers | 2 | 2 | 1.11 |
| AND/OR/NAND/NOR | 75 | 75 | 26.9 |
| AND-OR/OR-AND | 4 | 4 | 1.39 |
| adder cells (fa/ha/maj) | 3 | 3 | 2.08 |
| flip-flops | 37 | 37 | 51.4 |
==> per-layer routing <==
metal	up-vias	track usage, %
li1	582	-
met5	-	0
met1	608	7.27
met2	15	7.32
met4	0	0.751
met3	6	1.83
==> cell usage in the layout, fill, tap and decap left out, types with 3 or more instances in the layout <==
cell             count
nor2_1              13
inv_1                7
nand2_1              9
clkdlybuf4s50_1      4
ha_1                 3
nor4b_1              3
nand3_1             11
clkbuf_8             7
xnor2_1             25
nor4_1               4
nor3_1               3
nand4_1             12
and3_1               6
xor2_1               5
dfrtp_1             37
==> worst min path at each step <==
stage	from	end	depth (start not counted)
after CTS	counter[31]$_DFF_PN0_	counter[31]$_DFF_PN0_	1
after global routing	counter[31]$_DFF_PN0_	counter[31]$_DFF_PN0_	1
final	counter[31]$_DFF_PN0_	counter[31]$_DFF_PN0_	1
Power figures rest on the tool's default switching activity, not on a simulated workload.
