`design/flow/config.mk`:
```
export PLATFORM = sky130hd
export DESIGN_NAME = key_led_top
export DESIGN_NICKNAME = key_led_top
export VERILOG_FILES = /design/flow/design.v
export SDC_FILE = /design/flow/constraint.sdc
export NUM_CORES = 4
export LEC_CHECK = 1
export CORE_UTILIZATION = 30
```
`design/flow/constraint.sdc`:
```
current_design key_led_top

set clk_period 3.0
set clk_io_pct 0.2

create_clock -name clk0 -period $clk_period [get_ports {Clk}]

set non_clock_inputs [all_inputs -no_clocks]
set_input_delay [expr $clk_period * $clk_io_pct] -clock clk0 $non_clock_inputs
set_output_delay [expr $clk_period * $clk_io_pct] -clock clk0 [all_outputs]
```
`design/flow/design.v`:
```
module key_filter(
			Clk,       
			Rst_n,     
			key_in,    
			key_flag,  
			key_state  
		);
	input Clk;
	input Rst_n;
	input key_in;
	output reg key_flag;
	output reg key_state;
	localparam
		IDEL		= 4'b0001,
		FILTER0	= 4'b0010,
		DOWN		= 4'b0100,
		FILTER1 	= 4'b1000;
	reg [3:0]state;
	reg [19:0]cnt;
	reg en_cnt;	 
	reg key_in_sa,key_in_sb;
	always@(posedge Clk or negedge Rst_n)
	if(!Rst_n)begin
		key_in_sa <= 1'b0;
		key_in_sb <= 1'b0;
	end
	else begin
		key_in_sa <= key_in;
		key_in_sb <= key_in_sa;	
	end
	reg key_tmpa,key_tmpb;
	wire pedge,nedge;
	reg cnt_full; 
	always@(posedge Clk or negedge Rst_n)
	if(!Rst_n)begin
		key_tmpa <= 1'b0;
		key_tmpb <= 1'b0;
	end
	else begin
		key_tmpa <= key_in_sb;
		key_tmpb <= key_tmpa;	
	end
	assign nedge = !key_tmpa & key_tmpb;
	assign pedge = key_tmpa & (!key_tmpb);
	always@(posedge Clk or negedge Rst_n)
	if(!Rst_n)begin
		en_cnt <= 1'b0;
		state <= IDEL;
		key_flag <= 1'b0;
		key_state <= 1'b1;
	end
	else begin
		case(state)
			IDEL :
				begin
					key_flag <= 1'b0;
					if(nedge)begin
						state <= FILTER0;
						en_cnt <= 1'b1;
					end
					else
						state <= IDEL;
				end
			FILTER0:
				if(cnt_full)begin
					key_flag <= 1'b1;
					key_state <= 1'b0;
					en_cnt <= 1'b0;
					state <= DOWN;
				end
				else if(pedge)begin
					state <= IDEL;
					en_cnt <= 1'b0;
				end
				else
					state <= FILTER0;
			DOWN:
				begin
					key_flag <= 1'b0;
					if(pedge)begin
						state <= FILTER1;
						en_cnt <= 1'b1;
					end
					else
						state <= DOWN;
				end
			FILTER1:
				if(cnt_full)begin
					key_flag <= 1'b1;
					key_state <= 1'b1;
					state <= IDEL;
					en_cnt <= 1'b0;
				end
				else if(nedge)begin
					en_cnt <= 1'b0;
					state <= DOWN;
				end
				else
					state <= FILTER1;
			default:
				begin 
					state <= IDEL; 
					en_cnt <= 1'b0;		
					key_flag <= 1'b0;
					key_state <= 1'b1;
				end
		endcase	
	end
	always@(posedge Clk or negedge Rst_n)
	if(!Rst_n)
		cnt <= 20'd0;
	else if(en_cnt)
		cnt <= cnt + 1'b1;
	else
		cnt <= 20'd0;
	always@(posedge Clk or negedge Rst_n)
	if(!Rst_n)
		cnt_full <= 1'b0;
	else if(cnt == 20'd999_999)
		cnt_full <= 1'b1;
	else
		cnt_full <= 1'b0;	
endmodule
module key_led_top(
    Clk,      
    Rst_n,    
    key_in0,  
    key_in1,  
    led       
);
	input Clk;
	input Rst_n;
	input key_in0;
	input key_in1;
	output [3:0]led;
	wire key_flag0,key_flag1;
	wire key_state0,key_state1;
	key_filter key_filter0(
		.Clk(Clk),
		.Rst_n(Rst_n),
		.key_in(key_in0),
		.key_flag(key_flag0),
		.key_state(key_state0)
	);
	key_filter key_filter1(
		.Clk(Clk),
		.Rst_n(Rst_n),
		.key_in(key_in1),
		.key_flag(key_flag1),
		.key_state(key_state1)
	);
	led_ctrl led_ctrl0(
		.Clk(Clk),
		.Rst_n(Rst_n),
		.key_flag0(key_flag0),
		.key_flag1(key_flag1),
		.key_state0(key_state0),
		.key_state1(key_state1),
		.led(led)
	);
endmodule
module led_ctrl(
			Clk,         
			Rst_n,       
			key_flag0,   
			key_flag1,   
			key_state0,  
			key_state1,  
			led
		);
	input Clk;
	input Rst_n;
	input key_flag0,key_flag1;
	input key_state0,key_state1;
	output [3:0]led;
	reg [3:0]led_r;
	always@(posedge Clk or negedge Rst_n)
	if(!Rst_n)
		led_r <= 4'b0000;
	else if(key_flag0 && !key_state0)
		led_r <= led_r + 1'b1;
	else if(key_flag1 && !key_state1)
		led_r <= led_r - 1'b1;
	else
		led_r <= led_r;
	assign led = led_r;
endmodule
```
`design/flow/run.sh`:
```
#!/bin/bash
# OpenROAD 26Q1-2900-gdf79404cd8, Yosys 0.63+post, stock flow scripts
make -C /OpenROAD-flow-scripts/flow DESIGN_CONFIG=/design/flow/config.mk WORK_HOME=/design/flow/orfs finish
```
==> deck_impl_summary.md <==
Synthesis and Place & Route Summary

Outcome
  • Outcome: completed

Global route
  • Largest net degree at the start of global routing: 69
  • Initial antenna violation count: 0
  • First-pass GRT wire length: 10.2 mm
  • Total track usage: 11.2%
  • Total congestion overflow: 0
  • Vias in the first global route: 2260

Routing
  • Via density: 4.89
  • Wire length per cell: 11.8 um
  • Drt total wl: 5.58 mm
  • Detailed Routing Iterations Pass 1: 4
  • Iteration-0 DRC Markers: 84
  • N_diodes: 0
  • Routed via count: 2312
  • Post-DRT Antenna Nets: 0
  • # DRC: 0

Synth
  • Post-synth seq share: 53.5%
  • Synth Flop Type: dfrtp_1
  • Leading cell type by number of instances after synthesis: dfrtp_1
  • Ys flops: 68
  • Biggest area cells: dfrtp_1 (50%), nor2_1 (4.2%), a21oi_1 (3.9%), or4_1 (3.5%), dfstp_2 (3.3%)
  • Synth warn: 2
  • Commonest cells in the synthesized netlist: dfrtp_1 (64), nor2_1 (36), a21oi_1 (25), nand2_1 (23), o21ai_0 (21)
  • Synth area leader: dfrtp_1
  • Cell Area, Synth: 0.00319 mm2
  • Cell count after synthesis: 324
  • Chip Area, Yosys: 0.00319 mm2
  • Post-synthesis async set-or-reset flop share: 100%
  • Area leader share: 50.2%
  • Distinct cells, synth: 39
  • Flip-flops with a built-in enable: 0
  • Cell count listed in synth_stat.txt: 324
  • Mean post-synth cell area: 9.85 um2

Setup path
  • Critical path type: register to register
  • CP max stage delay: 0.64 ns
  • Required @ worst endpoint: 3.26 ns
  • CP bufs+invs: 1
  • Worst EP arrival: 2.44 ns
  • CP Max Fanout: 8
  • CP max stage cell: or4_1
  • Top cell family by delay on the critical path: simple AND/OR/NAND/NOR gates
  • Critical path's most frequent cell: or4_1
  • Critical path capture point type: register
  • Critical-path cell list: ha_1, inv_1, or4_1, or4_1, a21oi_1
  • Worst setup SP type: register

Final timing
  • Final hold vios: 0
  • Max-slew headroom: 57.7%
  • TNS Setup: 0 ns
  • Slew @ Worst Pin: 0.634 ns
  • Worst clock skew: 0.00949 ns
  • Max-slew violations: 0
  • Setup violations, final: 0
  • Minimum clock period: 2.19 ns
  • Fmax: 458 MHz
  • RSZ-0062 raised after global routing: false
  • Crit share post-route: 72.8%

CTS
  • Clock Sinks: 68
  • Clock latency on the worst-skew pair: 0.34 ns
  • Post-CTS setup buffers: 0
  • CTS buffer count: 9
  • CTS tree: yes
  • Clk buf depth: 2
  • Htree depth: 3
  • Clk slew on worst S/H paths: 0.07 ns
  • Post-cts sizing count: 0
  • Root Buffer: clkbuf_8
  • CTS Hold Bufs: 0

Die
  • Die Span Y: 105 um
  • Fp_density: 30.9%
  • Boundary Pins: 8
  • Core Area: 0.0103 mm2
  • Die Span X: 105 um
  • Row count: 37
  • Die ar.: 0.0111 mm2

Worst hold path
  • Hold Crit Class: primary input to asynchronous set/reset pin

Power
  • Peak VDD IR: 0.000314 V
  • Pwr dens: 517 mW/mm2
  • P_leak: 1.44 nW

Placement
  • GPL Wtd Cong: 0.821
  • I/O Buffers: 7
  • Area post-placement: 0.00340 mm2
  • Post-DP HPWL: 3.52 mm

Layout
  • Finished layout cell area: 0.00365 mm2
  • Area Overhead vs Synth: 14.5%
  • Layout cells sized above 1: 8.61%

Job
  • Max Cap Viol: 0
  • Tool warnings: 25
## final timing paths
check	start	end	slack (ns)	cells past startpoint
hold reg to reg	key_filter0.key_in_sa	key_filter0.key_in_sb	0.35	0
hold / removal	Rst_n	key_filter0.cnt[15]	0.26	2
setup / recovery	key_filter0.cnt[0]	key_filter0.cnt[18]	0.81	5
min in group clk0	key_filter0.key_in_sa	key_filter0.key_in_sb	0.35	0
setup reg to reg	key_filter0.cnt[0]	key_filter0.cnt[18]	0.81	5
max in group asynchronous	Rst_n	key_filter0.key_state	2.40	2
## layout make-up
type	instances	area, um2
clock inverters	4	95.1
fillers	1005	6670
inverters	15	56.3
flip-flops and latches	68	1710
clock buffers	12	155
repair buffers	8	85.1
well taps	136	170
multi-input cells	230	1390
## layout by cell type, fill, tap and decap left out, types with 2 or more instances in the layout
cell type	Yosys	layout
clkbuf_8	0	11
ha_1	4	4
dfrtp_1	64	64
o21ai_0	21	21
nand3_1	15	15
nand4_1	6	6
xnor2_1	12	12
inv_1	15	15
a22oi_1	4	4
or2_2	2	2
and2_1	2	2
xor2_1	9	9
nor2b_1	4	4
o22ai_1	2	2
or3_2	4	4
clkdlybuf4s50_1	0	6
a22o_1	2	2
nor3_1	6	6
or3_1	8	8
o21a_1	2	2
o31ai_1	6	6
bufinv_16	0	3
a211oi_1	2	2
a2111oi_0	2	2
nand2_1	23	23
nand2b_1	5	5
dfstp_2	4	4
nor4_1	4	4
or4_1	15	15
a21oi_1	25	25
nor2_1	36	36
## worst register-to-register path, stage by stage (launching register included)
cell,delay (ns)
dfrtp_1,0.41
ha_1,0.31
inv_1,0.06
or4_1,0.64
or4_1,0.55
a21oi_1,0.15
## metal layers
layer  vias up  routed length [um]  track usage [%]
met5         -                   0                0
met3        10                 149             2.22
li1       1167                   -                -
met4         0                 103             2.11
met1      1107                2970             18.2
met2        28                2350             16.1
## sequential cells by signal, summed over array words and instances, names as in the netlist, 4 cells and up
| name | cells |
|---|---|
| key_filter0.cnt | 20 |
| key_filter0.state | 4 |
| key_filter1.cnt | 20 |
| key_filter1.state | 4 |
| led_ctrl0.led_r | 4 |
## cell families after synthesis
kind of cell / share of synthesized area, %
buffers and inverters: 3.14
adders and majority gates: 2.20
AOI/OAI and AO/OA: 12.5
DFF: 53.5
and+or+nand+nor: 22.3
muxes: 0.666
xor gates and xnor gates: 5.76
## through the flow
stage / cells / worst slack [ns] / hold slack, ns / power, mW / util (%)
after CTS: 473 / 0.819 / 0.281 / 1.92 / 35.4
after global routing: 473 / 0.710 / 0.290 / 1.96 / 35.4
after detailed placement: 457 / 0.842 / 0.337 / 0.979 / 33.0
after floorplan: 324 / 0.973 / 0.304 / 0.952 / -
final: 473 / 0.815 / 0.261 / 1.89 / 35.4
after global placement: 457 / 0.905 / 0.338 / 0.978 / 33.0
## where the power goes
group / internal (mW) / leakage (nW) / switching, mW
registers: 0.922 / 0.918 / 0.00438
clock network: 0.597 / 0.127 / 0.333
logic: 0.00982 / 0.395 / 0.0232
total: 1.53 / 1.44 / 0.361
Power figures rest on the tool's default switching activity, not on a simulated workload.
